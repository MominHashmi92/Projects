==> ./design.v <==
package definition_pkg;
  parameter IM_DEPTH = 64;
  parameter RF_DEPTH = 32;
  parameter SM_DEPTH = 32;
  parameter R_TYPE = 7'b0110011;
  parameter I_TYPE = 7'b0010011;
  parameter LOAD   = 7'b0000011;
  parameter STORE  = 7'b0100011;
  parameter STALL_CYCELS = 4;  
endpackage
module execute (
  input  logic        clk_100MHz            ,
  input  logic        reset                 ,
  input  logic [31:0] instruction_fetched   ,
  input  logic [31:0] data_rs1              ,
  input  logic [31:0] data_rs2              ,
  input  logic [ 4:0] rd_0                  ,
  input  logic [11:0] I_imm                 ,
  input        [ 2:0] funct3                ,
  input        [ 6:0] funct7                ,
  input        [ 4:0] shamt                 ,
  output logic [31:0] data_out_exe          ,
  output logic [31:0] instruction_fetched_R1,
  output logic [ 4:0] rd_1                  ,
  output logic [31:0] data_rs2_R1
);
  parameter OutputWidth = 32;  
  parameter InputWidth  = 12;  
  logic [31:0] SLTU,SLT,ADD,XOR,OR,AND,SRL,SLL,SUB,SRA;
  logic [31:0] I_imm_Sign_extended;
  logic [31:0] Second_Operand;
  logic [ 3:0] MUX_SELECT         ;
  logic [ 4:0] Second_Operand_2;
  logic [ 6:0] OPCODE             ;
  assign OPCODE = instruction_fetched[6:0];
  always_comb begin
    if (OPCODE == R_TYPE) begin
      MUX_SELECT = {funct7[5],funct3};
    end
    else if (OPCODE == I_TYPE) begin
      if (funct3 == 3'b001 || funct3 == 3'b101) begin
        MUX_SELECT = {funct7[5],funct3};
      end
      else begin
        MUX_SELECT = {1'b0,funct3};
      end
    end
    else if ( (OPCODE == LOAD) || (OPCODE == STORE)) begin
      MUX_SELECT = 0;
    end
    else begin
      MUX_SELECT = 15;
    end
  end
  always_ff @(posedge clk_100MHz) begin
    if (reset) begin
      instruction_fetched_R1 <= 0;
      rd_1                   <= 0;
      data_rs2_R1            <= 0;
      data_out_exe           <= 0;
    end
    else
      begin
        instruction_fetched_R1 <= instruction_fetched;
        rd_1                   <= rd_0;
        data_rs2_R1            <= data_rs2;
        case (MUX_SELECT)  
          4'd0 : begin   
            data_out_exe <= ADD;
          end
          4'd1 : begin   
            data_out_exe <= SLL;
          end
          4'd2 : begin    
            data_out_exe <= SLT;
          end
          4'd3 : begin    
            data_out_exe <= SLTU;
          end
          4'd4 : begin    
            data_out_exe <= XOR;
          end
          4'd5 : begin    
            data_out_exe <= SRL;
          end
          4'd6 : begin    
            data_out_exe <= OR;
          end
          4'd7 : begin    
            data_out_exe <= AND;
          end
          4'd8 : begin    
            data_out_exe <= SUB;
          end
          4'd13 : begin    
            data_out_exe <= SRA;
          end
          4'd15 : begin    
            data_out_exe <= 0;
          end
          default : begin
            data_out_exe <= 32'd0;
          end
        endcase
      end
  end
  assign I_imm_Sign_extended = { {OutputWidth-InputWidth{I_imm[InputWidth-1]}}, I_imm };  
  assign Second_Operand      = (OPCODE == R_TYPE) ? data_rs2 : I_imm_Sign_extended;
  assign Second_Operand_2    = (OPCODE == R_TYPE) ? data_rs2[4:0] : shamt;
  assign ADD                 = data_rs1 + Second_Operand ;  
  assign SLL                 = (data_rs1 << Second_Operand_2)  ;  
  assign SLT                 = {31'd0 , ($signed(data_rs1) < $signed(Second_Operand))} ;  
  assign SLTU                = {31'd0 , (data_rs1 < Second_Operand )};  
  assign XOR                 = data_rs1 ^ Second_Operand ;  
  assign SRL                 = (data_rs1 >> Second_Operand_2) ;  
  assign OR                  = data_rs1 | Second_Operand ;  
  assign AND                 = data_rs1 & Second_Operand ;  
  assign SUB                 = data_rs1 - data_rs2 ;  
  assign SRA                 = ($signed(data_rs1) >>> Second_Operand_2)  ;  
endmodule
==> ./run.sh <==
#!/bin/bash
# OpenROAD 26Q1-2900-gdf79404cd8, Yosys 0.63+post, stock flow scripts
make -C /OpenROAD-flow-scripts/flow DESIGN_CONFIG=/design/flow/config.mk WORK_HOME=/design/flow/orfs finish
==> ./config.mk <==
export PLATFORM = sky130hd
export DESIGN_NAME = execute
export DESIGN_NICKNAME = execute
export VERILOG_FILES = /design/flow/design.v
export SDC_FILE = /design/flow/constraint.sdc
export NUM_CORES = 4
export LEC_CHECK = 1
export CORE_UTILIZATION = 30
==> ./constraint.sdc <==
current_design execute

set clk_period 16.2
set clk_io_pct 0.2

create_clock -name clk0 -period $clk_period [get_ports {clk_100MHz}]

set non_clock_inputs [all_inputs -no_clocks]
set_input_delay [expr $clk_period * $clk_io_pct] -clock clk0 $non_clock_inputs
set_output_delay [expr $clk_period * $clk_io_pct] -clock clk0 [all_outputs]
==> impl_metrics.yaml <==
# flow metrics
global_route:
  number_of_antenna_violations_at_the_first_check_in_global_routing: 1
  grt_first_pass_wirelength_um: 82400
  overall_overflow_remaining_after_global_route: 0
  grt_usage_pct: 27.0
  grt_start_max_net_pins: 71
  first_global_vias: 12600
final_layout:
  n_fill_cell: 4161
  layout.core_utilization_pct: 38.2
  design_area_um2: 15300
  syn_to_final_growth_pct: 24.3
  instances_no_fill: 2354
  drive_above_1_share_pct: 6.07
critical_path:
  timing.critical_path.slowest_stage_cell: "sky130_fd_sc_hd__or4_4"
  critPathLaunch: "instruction_fetched[3]"
  worst-path-max-fanout: 49
  criticalPathCategory: "primary input to flop"
  worstPathRequired_ps: 16500
  cp-start-kind: "primary input"
  timing.critical_path.to_type: "flop"
  setup.worst_path.end: "data_out_exe[28]"
  worst_path_largest_cell_delay_ps: 670
  timing.critical_path.cells: "clkdlybuf4s50_1 -> or4_4 -> nor2_2 -> buf_4 -> nand3b_1 -> nor2_4 -> buf_4 -> nor2_1 -> a21oi_1 -> fa_1 -> a21o_1 -> a311oi_1 -> nor4b_1 -> o211ai_1 -> a311o_1 -> a31oi_1 -> a21o_1 -> nand2_1 -> mux2i_1 -> a211o_1"
  arrival_ps: 9260
place:
  portBuffers: 224
  routabilityCongestion: 1.06
  placed_cells_incl_taps: 2337
  dp_hpwl_um: 43900
  placedInstanceArea_um2: 15000
synthesis:
  synth-seq-cells: 101
  synth.area.top_cells: "sky130_fd_sc_hd__dfxtp_1 (16%), sky130_fd_sc_hd__ha_1 (13%), sky130_fd_sc_hd__mux2i_1 (11%)"
  top_area_cell: "sky130_fd_sc_hd__dfxtp_1"
  count_of_flip_flops_with_a_built_in_enable_after_synthesis: 0
  cell_count_after_synthesis: 1658
  synth-area-yosys_um2: 12300
  yosys.area.top_type_share_pct: 16.4
  synthDistinctLibCells: 88
  postSynthAreaPerCell_um2: 7.44
  synth.yosys.num_cells: 1658
  synth-warning-count: 9
  synth.cells.most_frequent: "sky130_fd_sc_hd__a21oi_1 (169), sky130_fd_sc_hd__nor2_1 (153), sky130_fd_sc_hd__nand2_1 (146)"
  synthesis.area_um2: 12300
  main_flop_type_after_synthesis: "sky130_fd_sc_hd__dfxtp_1"
  synthMostInstantiatedCell: "sky130_fd_sc_hd__a21oi_1"
  async_reset_ff_share_pct: 0
  ys_seq_share_pct: 16.4
timing:
  hold_viol: 0
  worstMarginPinSlew_ps: 919
  finalSetupTns_ps: 0
  setup-violations-final: 0
  timing.final.max_slew_violations: 0
  final_min_period_over_clock_period_pct: 55.3
  timing.max_slew.rel_slack_pct: 38.7
  grt_setup_unrepaired: "no"
  achievable-frequency_ghz: 0.112
  post-route-min-period_ps: 8960
routing:
  drt_pass1_iterations: 8
  routed-via-count: 13500
  viasPerCell: 5.72
  final_antenna_net_count: 0
  drc_violations_left: 0
  wl_um: 56700
  drt_first_iter_violations: 1523
  post_drt_wl_per_cell_um: 24.1
die:
  dieWidth_um: 205
  initial_utilization_pct: 30.7
  num_io_pins: 231
  core_area_um2: 40200
  placement_rows: 73
  chipArea_um2: 41900
  chipHeight_um: 205
worst_hold_path:
  hold-path-cell-count: 2
  timing.hold.worst.class: "primary input to flop"
cts:
  clkSlewWorstSetupHoldPaths_ps: 100
  cts_resized: 0
  clock_tree_from_tritoncts: "done"
  cts-root-to-sink-buffers: 2
  postCtsSetupBuffers: 0
  clkSinkCount: 101
  cts_buffers: 9
  clockRootBuffer: "sky130_fd_sc_hd__clkbuf_16"
  cts_max_level: 3
  hold_buffers: 0
flow_run:
  maxCapViolations: 0
  warning_count: 97
power_and_ir_drop:
  pwr_density_cell_nw_per_um2: 55.8
  max-vdd-ir-drop_mv: 0.0469
  cellLeakagePower_nw: 6.39
status:
  run_status: "complete, no violations"
==> flip-flops by register name, summed over array words and instances (netlist names) <==
signal / cells
data_out_exe: 32
rd_1: 5
instruction_fetched_R1: 32
data_rs2_R1: 32
==> how the worst min path moves through the flow <==
| stage | to | startpoint |
|---|---|---|
| 6_report | instruction_fetched_R1[20] | instruction_fetched[20] |
| 4_1_cts | instruction_fetched_R1[20] | instruction_fetched[20] |
| 5_1_grt | instruction_fetched_R1[9] | instruction_fetched[9] |
==> metrics by stage <==
step                hold slack (ps)  worst slack, ps  power (W)
floorplan                      3370             8560   0.000472
global placement               3800             7130   0.000611
detailed placement             3800             7100   0.000612
CTS                            3370             7530   0.000857
global route                   3380             6980   0.000904
finish                         3390             7240   0.000855
==> routing by layer <==
layer	routed length [um]	global-route usage (%)	vias up
met2	25100	40.6	665
met3	5210	6.54	100
met1	23700	37.3	6362
met5	0	0	-
li1	-	-	6333
met4	2620	10.7	0
==> cells in the final DEF, fill, tap and decap left out, types with 8 or more instances in the layout <==
cell,count
sky130_fd_sc_hd__o21ai_1,8
sky130_fd_sc_hd__o22ai_1,16
sky130_fd_sc_hd__o211ai_1,21
sky130_fd_sc_hd__nor2b_1,75
sky130_fd_sc_hd__nand2_1,146
sky130_fd_sc_hd__buf_4,36
sky130_fd_sc_hd__mux4_2,9
sky130_fd_sc_hd__or3_1,14
sky130_fd_sc_hd__xor2_1,15
sky130_fd_sc_hd__ha_1,130
sky130_fd_sc_hd__o21a_1,9
sky130_fd_sc_hd__nor4_1,14
sky130_fd_sc_hd__a21oi_1,167
sky130_fd_sc_hd__and3_1,25
sky130_fd_sc_hd__a221oi_1,12
sky130_fd_sc_hd__a21o_1,17
sky130_fd_sc_hd__o21ai_0,100
sky130_fd_sc_hd__a22oi_1,13
sky130_fd_sc_hd__nor2_1,151
sky130_fd_sc_hd__dfxtp_1,101
sky130_fd_sc_hd__inv_1,84
sky130_fd_sc_hd__mux2i_1,132
sky130_fd_sc_hd__a211oi_1,20
sky130_fd_sc_hd__clkbuf_16,9
sky130_fd_sc_hd__nor3_1,31
sky130_fd_sc_hd__nand2b_1,11
sky130_fd_sc_hd__a222oi_1,9
sky130_fd_sc_hd__nand3_1,28
sky130_fd_sc_hd__o31ai_1,9
sky130_fd_sc_hd__clkdlybuf4s50_1,222
sky130_fd_sc_hd__mux2_2,16
sky130_fd_sc_hd__a31oi_1,27
sky130_fd_sc_hd__xnor2_1,20
==> layout make-up <==
cell class                      instances  area [um^2]  share of cell area [%]
Inverter                               84          315                    2.06
Clock buffer                            9          225                    1.47
Antenna cell                            1         2.50                  0.0163
Timing Repair Buffer                  260         2500                    16.3
Multi-Input combinational cell       1367         9520                    62.1
Tap cell                              525          657                    4.28
Sequential cell                       101         2020                    13.2
Clock inverter                          7         91.3                   0.596
==> report_power, final <==
group	total, W	leakage, nW	internal, W	switching [W]
Sequential	0.000259	0.833	0.000257	0.00000212
Clock	0.000238	0.152	0.000111	0.000127
Combinational	0.000358	5.40	0.000145	0.000213
Total	0.000855	6.39	0.000514	0.000342
==> cells by family after synthesis <==
group	count (synthesis)	synth area share [%]
flops	101	16.4
simple gates	539	21.2
buf+inv	190	6.73
mux	158	13.9
fa+ha+maj	131	13.3
xor+xnor	35	2.48
compound gates	504	25.9
==> worst max-delay path: cells and delay by family <==
family	cells	cell delay [ps]
AOI/OAI and AO/OA	8	2290
and+or+nand+nor	7	1950
buffers and inverters	3	1290
adders and majority gates	1	280
muxes	1	170
Power and IR drop assume default switching activity.
